File: design/flow/config.mk
export PLATFORM = sky130hd
export DESIGN_NAME = comparetor
export DESIGN_NICKNAME = comparetor
export VERILOG_FILES = /design/flow/design.v
export SDC_FILE = /design/flow/constraint.sdc
export NUM_CORES = 4
export LEC_CHECK = 1
export CORE_AREA = 10 10 70 70
export DIE_AREA = 0 0 80 80
File: design/flow/constraint.sdc
current_design comparetor

set clk_period 1.3
set clk_io_pct 0.2

create_clock -name clk0 -period $clk_period

set non_clock_inputs [all_inputs -no_clocks]
set_input_delay [expr $clk_period * $clk_io_pct] -clock clk0 $non_clock_inputs
set_output_delay [expr $clk_period * $clk_io_pct] -clock clk0 [all_outputs]
File: design/flow/design.v
module comparetor(
    input [3:0] A, 
    input [3:0] B, 
    output C1, C2, C3
);
    assign C1 = (A > B) ? 1 : 0;
    assign C2 = (A < B) ? 1 : 0;
    assign C3 = (A == B) ? 1 : 0;
endmodule
File: design/flow/run.sh
#!/bin/bash
# OpenROAD 26Q1-2900-gdf79404cd8, Yosys 0.63+post, stock flow scripts
make -C /OpenROAD-flow-scripts/flow DESIGN_CONFIG=/design/flow/config.mk WORK_HOME=/design/flow/orfs finish
==> changes_impl.md <==
### Physical design

- Hold Vio Cnt, Final: 0
- HPWL after detailed placement: 459 um
- Yosys Warn Count: 0
- MaxCap Viol Count: 0
- Sequential Area: 0 um2
- Rel. slew slack: 89.1%
- I/O pin count: 11
- GP Congestion: 0.622
- Worst hold path type: input port to primary output
- Flops: 0
- Area share, top type: 38.8%
- Failing checks: setup timing
- Setup tns final: -0.249 ns
- Drt drc: 0
- Final Setup Violations: 2
- PortBufs: 11
- Global-route wire length before repair: 986 um
- # hold bufs at CTS: 0
- Worst-path cell chain: buf_8, inv_4, ha_4, nand2_4, o21bai_4, buf_6, a21oi_2, buf_2
- Post-route insts no fill: 78
- Crit path DAT: 1.17 ns
- Crit-path leading delay family: buffers and inverters
- Slew Limit Fails: 0
- Row count: 21
- Syn_area_per_cell: 8.05 um2
- Initial antenna violation count: 0
- Max rail drop VDD: 0.0000481 V
- Final ANT Viol Nets: 0
- RSZ-0062 raised after global routing: true
- Vias in the first global route: 208
- Fin area: 420 um2
- Remaining global-route overflow: 0
- Sequential share of the synthesized area: 0%
- Ys cells: 16
- Layout cell share with drive strength beyond 1: 96.9%
- Commonest cells post-synth: ha_1 (4), inv_1 (4), nand2_1 (2)
- CP max stage delay: 0.26 ns
- Cells after Synth: 16
- Final worst-path setup slack: -0.133 ns
- Area growth, synth to finish: 226%
- Starting DRT DRC Count: 0
- Cycle use final: 110%
- Pwr Density: 359 mW/mm2
- Die W: 80 um
- Drt pass-1 iters: 1
- CP startpoint: B[3]
- Synth area leader: ha_1
- Worst path buffer plus inverter count: 4
- Yosys cell types: 9
- Count of tool warnings: 34
- Via count: 169
- Total GRT Usage: 1.92%
- CORE AREA: 0.00342 mm2
- Worst-Margin Slew: 0.163 ns
- Critical setup path kind: input port to primary output
- Status: finished, violations left
- Pleak: 0.000169 uW
- Yosys chip area: 129 um2
- Final WL: 603 um
- Clock buffer count: 0
- Drt wl/cell: 7.73 um
- Synth top area cells: ha_1 (39%), o21bai_4 (15%), inv_1 (12%), nor2b_4 (11%), a21oi_2 (6.8%)
- Fin crit period: 1.43 ns
- Setup WS pre-CTS: -0.891 ns
- WP depth: 8
- Post-DP Area: 297 um2
- Achievable Freq: 698 MHz
- Fp_density: 3.77%
- Largest net degree at the start of global routing: 3
- Via density: 2.17
- Synthesized area: 129 um2
- Overall die area: 0.00640 mm2
- CP max stage cell: ha_4
- N_diodes: 0
- Fillers: 391
- Crit path DRT: 1.04 ns
- CP max FO: 2
- Crit path to: C1
- Cells after DPL: 73
- Die height: 80 um
- Crit. End Element: primary output
- CP Launch Type: input port
## worst min-delay path by stage
stage,from,to,slack [ns],cells past startpoint
final,A[3],C1,0.99,5
after global routing,A[1],C2,1.02,5
after CTS,A[3],C1,0.97,5
## logic make-up after synthesis
group	count (synthesis)	synth area share (%)
and+or+nand+nor	5	24.3
adders and majority gates	4	38.8
buffers and inverters	4	11.6
AOI/OAI and AO/OA	3	25.2
## tightest hold or removal path: cells and delay by family
family	cells	cell delay, ns
adders and majority gates	1	0.12
buffers and inverters	2	0.18
AOI/OAI and AO/OA	2	0.16
## report_power, final
part	total (uW)	switching, uW	internal [uW]
Combinational	151	52.9	97.8
Sequential	0	0	0
Clock	0	0	0
Total	151	52.9	97.8
## final cells by class
cell class	instances	area, um2	area share [%]
inverter	4	20.0	4.76
tap	46	57.6	13.7
multi-input combinational	12	188	44.6
timing repair buffer	16	155	36.9
## layout by cell type, fill, tap and decap left out, drive strengths merged
master,n
nor2,1
buf,14
a21oi,2
inv,4
clkdlybuf4s15,2
o21bai,1
ha,4
nand2,2
and2,1
nor2b,1
## stage by stage
stage | hold WS, ns | utilization [%] | total power, uW
floorplan | 0.753 | - | 38.9
global placement | 1.72 | 8.68 | 89.3
detailed placement | 1.72 | 8.68 | 90.4
CTS | 0.972 | 11.7 | 136
global route | 1.02 | 12.3 | 165
finish | 0.991 | 12.3 | 151
## metal layers
metal	share of wire [%]	vias to the layer above	GRT usage, %
met2	51	7	3.53
met4	0	0	0
met1	31	79	1.91
met3	17	0	1.14
met5	0	-	0
li1	-	83	-
## timing repair
| action | CTS | global route |
|---|---|---|
| pin swaps | 7 | 3 |
| setup buffers | 4 | 1 |
| endpoints found under the setup margin | 3 | 3 |
| gates resized | 61 | 3 |
Power is estimated from default activity; no workload was simulated.
