$ cat /design/flow/config.mk
export PLATFORM = sky130hd
export DESIGN_NAME = adder
export DESIGN_NICKNAME = adder
export VERILOG_FILES = /design/flow/design.v
export SDC_FILE = /design/flow/constraint.sdc
export NUM_CORES = 4
export LEC_CHECK = 1
export CORE_AREA = 10 10 70 70
export DIE_AREA = 0 0 80 80
$ cat /design/flow/constraint.sdc
current_design adder

set clk_period 2.8
set clk_io_pct 0.2

create_clock -name clk0 -period $clk_period [get_ports {clk}]

set non_clock_inputs [all_inputs -no_clocks]
set_input_delay [expr $clk_period * $clk_io_pct] -clock clk0 $non_clock_inputs
set_output_delay [expr $clk_period * $clk_io_pct] -clock clk0 [all_outputs]
$ cat /design/flow/design.v
module adder(a,b,clk,cin,rst,sum,cout);
parameter WIDTH = 4 ;
parameter PIPELINE_ENABLE = 1;
parameter USE_FULL_ADDER = 1;
input [WIDTH-1:0] a,b;
input clk,rst,cin;
output reg [WIDTH-1:0] sum;
output reg cout;
wire [WIDTH-1:0]com_sum_ha,com_sum_fa;
wire com_cout_fa ,com_cout_ha;
reg seq_cout_fa ,seq_cout_ha;
reg [WIDTH-1:0] seq_sum_ha , seq_sum_fa;
assign {com_sum_ha,com_cout_ha} = a+b;
assign {com_sum_fa,com_cout_fa} = a+b+cin;
always @(posedge clk) begin
    if (rst) begin
        seq_cout_ha <=0;
        seq_cout_fa <= 0;
        seq_sum_ha <=0;
        seq_sum_fa <=0;
    end 
    else begin
        {seq_sum_ha,seq_cout_ha} <= a+b;
        {seq_sum_fa,seq_cout_fa} <= a+b+cin;
    end
end
always @(*) begin
    if (PIPELINE_ENABLE == 1) begin
        if(USE_FULL_ADDER == 1) begin
            sum = seq_sum_fa;
            cout = seq_cout_fa;
        end
        else begin
            sum = seq_sum_ha;
            cout = seq_cout_ha;
        end
    end
    else begin
        if (USE_FULL_ADDER == 1) begin
            sum = com_sum_fa;
            cout = com_cout_fa;
        end
        else begin
            sum = com_sum_ha;
            cout = com_cout_ha;
        end
    end
end
endmodule
$ cat /design/flow/run.sh
#!/bin/bash
# OpenROAD 26Q1-2900-gdf79404cd8, Yosys 0.63+post, stock flow scripts
make -C /OpenROAD-flow-scripts/flow DESIGN_CONFIG=/design/flow/config.mk WORK_HOME=/design/flow/orfs finish
==> results_slide.txt <==
Key Metrics from the Run

Synthesis
  – Chip area estimate from yosys synthesis: 267.8 sq um
  – Synthesized area per cell: 10.30 sq um
  – Cell count listed in synth_stat.txt: 26
  – Synthesized netlist cell count: 26
  – Number of distinct standard cells referenced by the synthesized netlist: 12
  – Synthesis-stage register bit count: 5
  – Count of warnings emitted by yosys: 1
  – Syn Std Cell Area: 267.8 sq um
  – Part of the Yosys area used for sequential elements: 37.38%

Power and ir drop
  – Leakage: 0.0002017 uW
  – PwrDens: 433.0 nW/um^2
  – Combinational fraction of design power: 24.8%
  – Net switching component of the power: 47.11 uW
  – Peak VDD IR: 0.1015 mV
  – Clk pwr share: 37.9%
  – Internal power contribution: 170.2 uW
  – Sequential share of power: 37.4%
  – Switching power share of the total: 21.68%
  – Power consumption: 217.3 uW

Clock network
  – Number of buffers created by CTS: 3
  – Deepest level of the CTS H-tree: 1
  – Resize count post-CTS: 0
  – Clock Tree Buf Depth: 2
  – Number of buffers inserted for hold repair after clock tree synthesis: 0
  – Clock input transition at the sequential cells of the worst setup and hold paths: 40 ps
  – CTS sink count: 5
  – Clock Tree Root: clkbuf_4
  – Post-CTS setup buffers: 0
  – Clock tree from TritonCTS: yes

STA
  – Final period utilization: 70.15%
  – Final TNS setup: 0 ps
  – Fin Hold WS: 967.2 ps
  – Clock period minus final worst setup slack: 1964 ps
  – Pin slew with the least headroom to its limit: 190.1 ps
  – Maximum achievable frequency: 509.1 MHz
  – Number of failing hold endpoints at the final stage: 0
  – Unrepaired setup endpoints after global routing: no
  – Final setup vio count: 0
  – Final max-slew violation count: 0
  – Max-slew headroom at the worst pin: 87.19%

Floorplanning
  – Area of the die: 6400 sq um
  – Ports placed on the boundary: 16
  – Overall die width: 80 um
  – Row Count: 21
  – Core Area: 3416 sq um
  – Die Y: 80 um
  – Initial cell density of the core: 7.839%

Detailed routing
  – Wire length after detailed routing: 729 um
  – Ant diodes: 0
  – DRT antenna net count: 0
  – Iteration count of the initial detailed-routing pass: 2
  – Detailed-route DRC error count: 0
  – Post-DR vias/cell: 2.440
  – Wirelength per Cell: 8.011 um
  – Number of vias after detailed routing: 222
  – Starting DRT DRC Count: 1

Global route
  – Wire length of the first global-routing pass: 1173 um
  – Via count of the first global-routing pass: 244
  – Number of antenna violations at the first check in global routing: 0
  – Pin count of the biggest net entering global routing: 7
  – Overall global routing resource usage: 2.373%
  – Global-route congestion overflow total: 0

Cells and area
  – Area occupied by multi-input gates: 152.6 sq um
  – Area Growth Syn to Fin: 87.38%
  – Design Area, Final: 501.7 sq um
  – Layout cells sized above 1: 8.889%
  – Fill cells: 396
  – Sequential cell area: 100.1 sq um

Run status
  – Run status: complete, no violations

Min path
  – Hold Crit Class: input port to flop

Worst setup path
  – Maximum fanout along the worst path: 2
  – WS Path Type: input port to flop
  – Required time at the worst-slack endpoint: 2920 ps
  – Crit end category: flop
  – Worst EP arrival: 2080 ps
  – Nature of the critical path startpoint: input port

Place
  – Final RePlAce weighted congestion: 0.7569
  – Cell area reported after detailed placement: 475.5 sq um
  – IO buf count: 15

Flow run
  – Count of tool warnings: 25
  – Maxcap violations: 0
[placed cells by master (no fill, tap or decap)]
| cell type | n |
|---|---|
| clkbuf_1 | 1 |
| a21oi_2 | 1 |
| nor3_1 | 1 |
| clkdlybuf4s50_1 | 15 |
| clkbuf_4 | 3 |
| mux2_1 | 1 |
| a21oi_1 | 1 |
| dfxtp_1 | 5 |
| ha_1 | 3 |
| nor2b_1 | 4 |
| inv_1 | 4 |
| nor2_1 | 2 |
| a21o_1 | 1 |
| fa_1 | 2 |
| o21ai_0 | 1 |
[synth_stat cells, drive strengths merged]
cell type | instances | area share, %
ha | 3 | 14
nor3 | 1 | 1.9
a21oi | 2 | 5.1
nor2 | 2 | 2.8
mux2 | 1 | 4.2
a21o | 1 | 2.8
nor2b | 4 | 9.3
o21ai | 1 | 1.9
dfxtp | 5 | 37
fa | 2 | 15
inv | 4 | 5.6
[power by group through the flow]
stage | Clock, uW | Combinational [uW] | Sequential [uW]
global route | 93.5 | 60.9 | 81.8
finish | 82.3 | 53.8 | 81.2
CTS | 85.2 | 55.1 | 81.2
[layer usage]
metal	vias to the layer above	share of wire [%]	global-route usage [%]
li1	122	-	-
met1	86	36	2.088
met2	14	41	3.772
met3	0	22	2.614
met4	0	0	0.1761
met5	-	0	0
[final timing paths]
check,start,end,cells past startpoint
worst min-delay path,rst,seq_sum_fa[0]$_SDFF_PP0_,2
worst max-delay path,a[0],seq_sum_fa[2]$_SDFF_PP0_,5
[area by class of cell]
type                       instances  area share [%]
multi-input combinational         17           30.42
timing repair buffer              15           29.93
sequential                         5           19.95
tap                               46           11.47
clock buffer                       4           5.237
inverter                           4           2.993
[critical path, cell delays in order]
cell	delay (ps)
clkdlybuf4s50_1	430
fa_1	440
a21o_1	200
a21oi_2	130
mux2_1	330
[metrics by stage]
| stage | util (%) | setup WS (ps) | instances |
|---|---|---|---|
| after floorplan | - | 1074 | 26 |
| after global placement | 13.92 | 581.3 | 87 |
| after detailed placement | 13.92 | 584.5 | 87 |
| after CTS | 14.69 | 832.1 | 91 |
| after global routing | 14.69 | 749.8 | 91 |
| final | 14.69 | 835.7 | 91 |
[kinds of logic after synthesis]
family / Yosys count / share of synthesized area (%)
AND/OR/NAND/NOR: 7 / 14.02
adder cells (fa/ha/maj): 5 / 28.97
flip-flops: 5 / 37.38
AND-OR/OR-AND: 4 / 9.811
buffers and inverters: 4 / 5.606
multiplexers: 1 / 4.205
[registers in the layout (all words and copies together) (netlist names)]
signal and cells:
seq_cout_fa 1, seq_sum_fa 4
Power figures rest on the tool's default switching activity, not on a simulated workload.
