==> run.sh <==
#!/bin/bash
# OpenROAD 26Q1-2900-gdf79404cd8, Yosys 0.63+post, stock flow scripts
make -C /OpenROAD-flow-scripts/flow DESIGN_CONFIG=/design/flow/config.mk WORK_HOME=/design/flow/orfs finish
==> config.mk <==
export PLATFORM = sky130hd
export DESIGN_NAME = DSP
export DESIGN_NICKNAME = DSP
export VERILOG_FILES = /design/flow/design.v
export SDC_FILE = /design/flow/constraint.sdc
export NUM_CORES = 4
export LEC_CHECK = 1
export CORE_UTILIZATION = 30
==> constraint.sdc <==
current_design DSP

set clk_period 11.7
set clk_io_pct 0.2

create_clock -name clk0 -period $clk_period [get_ports {clk}]

set non_clock_inputs [all_inputs -no_clocks]
set_input_delay [expr $clk_period * $clk_io_pct] -clock clk0 $non_clock_inputs
set_output_delay [expr $clk_period * $clk_io_pct] -clock clk0 [all_outputs]
==> design.v <==
module DSP (a,b,c,d,clk,rst_n,p);
    parameter OPERATION = "ADD" ;
    input [17:0]a,b,d;
    input [47:0]c;
    input clk,rst_n;
    output reg [47:0]p;
    reg [17:0] a0,a1,b0,d0,adder1out;
    reg [47:0] c0,multiout;
    always @(posedge clk or negedge rst_n) begin
        if(!rst_n)begin
            p<=0;
            a0<=0;
            a1<=0;
            b0<=0;
            d0<=0;
            c0<=0;
            adder1out<=0;
            multiout<=0;
        end
        else begin
            a0<=a;
            a1<=a0;
            b0<=b;
            c0<=c;
            d0<=d;
            multiout <= adder1out*a1;
            if (OPERATION == "ADD")begin
                adder1out<= b0+d0;
                p<= c0+multiout;
            end
            else if(OPERATION =="SUBTRACT") begin
                adder1out <= d0-b0;
                p <= multiout - c0;
            end
        end
    end
endmodule
==> impl_metrics.yaml <==
# implementation run metrics
grt:
  gr-total-overflow: 0
  grt_pass1_vias: 13200
  grt_usage: 0.144
  antenna_found_initial: 2
  global_route.peak_usage_layer: "met2"
  grt_pass1_wl_um: 69100
  met1_usage: 0.200
  met3_usage: 0.0617
  grt_max_degree: 107
  grt_util_met2: 0.212
placement:
  dpl_cell_area_um2: 21200
  place_ws_ns: 5.11
  gp_congestion: 0.898
  dp_hpwl_um: 32400
  port_buffers: 151
final_timing:
  finalClockPeriodUsage: 0.557
  tns_ns: 0
  slew_headroom: 0.423
  finalSetupViolations: 0
  fin_ws_ns: 5.18
  worstMarginPinSlew_ns: 0.866
  finalCriticalPeriod_ns: 6.52
  hold_ws_ns: 0.347
  max_clock_freq_mhz: 153
  hold_viol: 0
  fin_skew_ns: 0.0258
  rsz0062_at_grt: "no"
  slew_violations: 0
min_path:
  hold_class: "register to register"
worst_setup_path:
  crit_type: "register to register"
  crit_path_end_kind: "register"
  path_cells: "nand2_1 > fa_1 > fa_1 > fa_1 > inv_1 > fa_1 > fa_1 > inv_1 > fa_1 > inv_1 > ha_1 > a21o_1 > nor2_1 > and4b_1 > o31a_1 > o21a_1 > o21ai_1 > a221oi_1 > o21ai_1 > xor2_1"
  startpoint_type: "register"
  slowest_stage: "dfrtp_1"
  cp_common_cell: "fa_1"
  slowest_delay_ns: 0.87
  path_max_fanout: 18
  critPathRequiredTime_ns: 12.13
  arrival_ns: 6.95
cells_and_area:
  syn2layout_area_growth_pct: 17.2
  fin_util: 0.357
  drive_gt1_frac: 0.0414
  postLayoutCellArea_um2: 22100
clock_tree:
  clock_latency_ns: 0.57
  cts_tree: "built"
  ctsHoldBuffers: 0
  cts_buffers: 27
  htreeDepth: 1
  cts_buffer_depth: 3
  clock_sinks: 222
  cts_setup_buffers: 0
  cts_root_buffer: "clkbuf_16"
  clk_pin_slew_ns: 0.06
  cts_resized: 0
synthesis:
  ys_sh_xor: 0.0419
  synth_flops: 222
  yosys_area_um2: 18800
  ff_type: "dfrtp_1"
  synth_area_per_cell_um2: 10.4
  ys_sh_mux: 0
  aoi_share: 0.0794
  synthTopLogicFamily: "adder cells"
  edf_count: 0
  synthDistinctLibCells: 64
  synthArstFlopShare: 1.00
  yosysWarnings: 1
  adder_share: 0.383
  yosys_cells: 1816
  synthesis.instances: 1816
  ys_seq_share: 0.295
  synthesis.area_um2: 18800
  ys_sh_simple: 0.125
die:
  rows: 91
  core_area_um2: 61800
  io_pins: 152
  die_x_um: 252
  chipArea_um2: 63700
  fp_util: 0.304
  die_height_um: 252
run:
  tool_warnings: 27
  drv_cap: 0
status:
  outcome: "complete, no violations"
routing:
  drt_first_pass_iters: 5
  wire_per_inst_um: 15.0
  vias: 12200
  drtIter0Drc: 538
  routed_wl_um: 42100
  route.detailed.drc: 0
  detail_route.vias_per_cell: 4.38
  drtAntennaViolNets: 0
## state kept, by name, summed over array words and instances, names as in the netlist
register,cells
a0,18
a1,18
adder1out,18
b0,18
c0,48
d0,18
multiout,36
p,48
## layout make-up
| cell class | instances | area, um^2 |
|---|---|---|
| clock inverters | 18 | 180 |
| repair buffers | 155 | 1560 |
| clock buffers | 30 | 697 |
| diodes | 2 | 5.00 |
| inverters | 314 | 1180 |
| well taps | 837 | 1050 |
| fillers | 6006 | 39800 |
| flip-flops and latches | 222 | 5560 |
| multi-input cells | 1219 | 11800 |
## synth_stat cells, types with 3 or more instances
library cell    n  area share
or2_2           4      0.0013
o21bai_1        7      0.0028
dfrtp_1       222        0.30
clkbuf_1       56       0.011
a21o_1         25       0.010
a211oi_1        8      0.0032
nor3_1         11      0.0029
and4_1          3      0.0014
nand2_1       239       0.048
a21o_2          9      0.0042
xnor2_1        64       0.030
o2111ai_1       3      0.0014
a21oi_1        62       0.016
nor2b_1         7      0.0023
ha_1          163        0.11
o31a_1          3      0.0014
o21ai_1         3     0.00080
a31oi_1        10      0.0033
nor2_1         45      0.0090
o21a_1         11      0.0044
nand3_1        13      0.0035
a21oi_2         3      0.0014
inv_1         314       0.063
nand2b_1        9      0.0030
nand4_1        15      0.0050
o211ai_1        3      0.0012
xor2_1         26       0.012
fa_1          258        0.27
and2_1        135       0.045
o21ai_0        39       0.010
and3_1          3      0.0010
o211a_1         3      0.0016
## metal layers
metal	up-vias	share of wire	routed length [um]
met5	-	0.0022	91
met2	391	0.44	18400
li1	5905	-	-
met4	2	0.022	927
met3	54	0.11	4430
met1	5889	0.43	18200
## stage by stage
step / cells
3_5_place_dp: 2747
5_1_grt: 2797
4_1_cts: 2795
6_report: 2797
2_1_floorplan: 1816
3_3_place_gp: 2747
## cells in the final DEF, fill, tap and decap left out, types with 4 or more instances in the layout
master and count:
xor2_1 26, o21bai_1 7, a21oi_1 62, nor2b_1 7
fa_1 258, or2_2 4, nor2_1 45, clkdlybuf4s50_1 150
clkinv_2 5, nand3_1 13, a31oi_1 10, and2_1 135
inv_6 4, ha_1 163, xnor2_1 64, inv_1 314
o21a_1 11, clkbuf_16 27, a21o_1 25, a21o_2 9
nand2_1 239, a211oi_1 8, o21ai_0 39, nand2b_1 9
nor3_1 11, nand4_1 15, dfrtp_1 222
## worst max-delay path, delay by kind of cell, from the launching register on
| kind | cells | cell delay, ns |
|---|---|---|
| DFF | 1 | 0.87 |
| adders and majority gates | 7 | 3.42 |
| AOI/OAI and AO/OA | 6 | 1.32 |
| buffers and inverters | 3 | 0.14 |
| xor gates and xnor gates | 1 | 0.15 |
| and+or+nand+nor | 3 | 0.48 |
## path summary, 6_finish.rpt
check                              start  slack, ns           end  cells past startpoint
max                        adder1out[12]       5.18  multiout[34]                     20
min                               a0[10]       0.35        a1[10]                      0
max reg2reg                adder1out[12]       5.18  multiout[34]                     20
min reg2reg                       a0[10]       0.35        a1[10]                      0
max in group asynchronous          rst_n       8.41        a0[14]                      3
min in group asynchronous          rst_n       1.69         p[13]                      1
## logic make-up (layout without fill, tap and decap cells)
| family | count (synthesis) | after routing |
|---|---|---|
| buffers and inverters | 375 | 517 |
| AOI/OAI and AO/OA | 217 | 217 |
| and+or+nand+nor | 491 | 491 |
| adders and majority gates | 421 | 421 |
| other | 0 | 2 |
| xor gates and xnor gates | 90 | 90 |
| DFF | 222 | 222 |
